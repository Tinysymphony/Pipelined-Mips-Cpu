==> design.v <==
`timescale 1ns / 1ps
module EXE(
input wire en,
input wire clk,
input wire rst,
input wire valid_in,
output reg valid,
input wire shift_in,
input wire [31:0]pc_in,instr_in,sign_ext_in,zero_ext_in,opa_in,opb_in,
input wire [14:0]ctrl_in,
output reg [14:0]ctrl_out,
output reg [4:0]shift_out,
input wire [4:0]regw_addr_in,
output reg[4:0]regw_addr_out,
output reg [31:0]pc_out,instr_out,sign_ext_out,zero_ext_out,opa_out,opb_out,
input wire wb_wen_in,
output reg wb_wen_out,
input wire mem_wen_in,
output reg mem_wen_out,
input wire [31:0]data_rt_in,
output reg [31:0]data_rt_out,
input wire [7:0]op_type_in,
output reg [7:0]op_type_out,
input wire [31:0] pc_next_in,
output reg [31:0] pc_next_out
    );
	initial begin 
		ctrl_out=0; shift_out=0; 
		pc_out=0; opa_out=0; opb_out=0; zero_ext_out=0; sign_ext_out=0;
		regw_addr_out=0; valid=0;
		wb_wen_out=0;
		mem_wen_out=0;
		data_rt_out=0;
		op_type_out=0;
		pc_next_out=0;
	end
	always @(posedge clk)begin
		if(rst)begin
			pc_out<=0;
			instr_out<=0;
			sign_ext_out<=0;
			zero_ext_out<=0;
			opa_out<=0; 
			opb_out<=0; 
			shift_out<=0;
			valid<=0;
			wb_wen_out<=0;
			mem_wen_out<=0;
			data_rt_out<=0; 
			op_type_out<=0;
			ctrl_out=0;
		end
		else if(en) begin
			valid<=valid_in;
			ctrl_out<=ctrl_in[14:0];
			instr_out<=instr_in;
			pc_out<=pc_in;
			sign_ext_out<=sign_ext_in;
			zero_ext_out<=zero_ext_in;
			opa_out<=opa_in;
			opb_out<=opb_in;
			shift_out<=instr_in[10:6];
			regw_addr_out<=regw_addr_in;
			wb_wen_out<=wb_wen_in;
			mem_wen_out<=mem_wen_in;
			data_rt_out<=data_rt_in;
			op_type_out<=op_type_in;
			pc_next_out<=pc_next_in;
		end
	end
endmodule
==> run.sh <==
#!/bin/bash
# OpenROAD 26Q1-2900-gdf79404cd8, Yosys 0.63+post, stock flow scripts
make -C /OpenROAD-flow-scripts/flow DESIGN_CONFIG=/design/flow/config.mk WORK_HOME=/design/flow/orfs finish
==> config.mk <==
export PLATFORM = sky130hd
export DESIGN_NAME = EXE
export DESIGN_NICKNAME = EXE
export VERILOG_FILES = /design/flow/design.v
export SDC_FILE = /design/flow/constraint.sdc
export NUM_CORES = 4
export LEC_CHECK = 1
export CORE_AREA = 10 10 252 252
export DIE_AREA = 0 0 262 262
==> constraint.sdc <==
current_design EXE

set clk_period 5.3
set clk_io_pct 0.2

create_clock -name clk0 -period $clk_period [get_ports {clk}]

set non_clock_inputs [all_inputs -no_clocks]
set_input_delay [expr $clk_period * $clk_io_pct] -clock clk0 $non_clock_inputs
set_output_delay [expr $clk_period * $clk_io_pct] -clock clk0 [all_outputs]
==> flow_summary_export.csv <==
group,metric,value,unit
final_timing,slew_headroom,0.539,
cts,post_cts_buffers,0,
power,p_int,4370,µW
setup_path,crit_fanout,2,
power,power.switching,1230,µW
grt,antenna_found_initial,4,
grt,overflow,0,
setup_path,crit_arrival,1.46,ns
final_timing,finClkSkew,0,ns
layout,seqCellArea,6220,µm²
setup_path,worst_path_dominant_cell_family,"buffers and inverters",
cts,cts-resized-gates,0,
layout,final_core_util,0.308,
setup_path,cpPeakStageDelay,0.50,ns
layout,area_delta_synth_final,74.2,%
synth,ys_seq_frac,0.609,
drt,drt-total-wl,37.1,mm
floorplan,rows,88,
synth,largest_area_cell,"dfxtp_1",
synth,netlist_area,10200,µm²
placed_design,port_buffers,581,
final_timing,hold_viol,0,
final_timing,finalCritPeriodShare,0.475,
setup_path,startpoint_type,"flop",
cts,htree_levels,2,
floorplan,die_h,262,µm
floorplan,chip_area,68600,µm²
power,pwr_density_cell,315,nW/µm²
floorplan,die_w,262,µm
cts,cts-root-buf,"clkbuf_16",
placed_design,dp_slack,2.50,ns
power,pwr-share-clk,0.433,
cts,numCtsBuffers,37,
drt,ant_nets,0,
setup_path,cp.required,4.24,ns
cts,holdBufCountCts,0,
layout,mi_logic_area,3520,µm²
setup_path,critPathBufInv,1,
power,pwr-share-comb,0.131,
setup_path,cp-end-kind,"output pin",
floorplan,fp_util,0.177,
final_timing,fin_ws,2.78,ns
layout,fillers,5742,
setup_path,cpMaxStageDelayCell,"clkdlybuf4s50_1",
cts,clk_pin_slew,0.06,ns
synth,top_cells_by_area,"dfxtp_1 50%, mux2i_1 24%, edfxtp_1 11%, nor2_1 9.0%, buf_8 3.1%",
synth,avgSynthCellArea,11.8,µm²
job,maxCapViolCount,0,
cts,clock_path_buffers,3,
drt,first_pass_iters,5,
drt,wl_per_cell,16.6,µm
synth,synth_cell_type_count,13,
final_timing,finalSetupTns,0,ns
synth,yosysWarningCount,1,
cts,cts.sinks,292,
layout,lay_top_cells,"579 x clkdlybuf4s50_1, 255 x dfxtp_1, 245 x mux2i_1, 245 x nor2_1, 39 x clkbuf_16",
grt,grt_usage,0.101,
placed_design,finalWeightedCongestion,0.808,
status,status,"finished clean",
floorplan,io_pins,583,
setup_path,crit_chain,"clkdlybuf4s50_1",
worst_hold_path,hold_path_class,"reg -> reg",
final_timing,drv_slew,0,
layout,drive_gt1_frac,0.0417,
placed_design,dpl.hpwl,27.9,mm
grt,grt_max_degree,135,
synth,top_area_frac,0.500,
layout,final_layout_top_logic_cell,"clkdlybuf4s50_1",
drt,vias,8226,
power,leakage,0.00721,µW
cts,clock.latency.late_pin,0.52,ns
final_timing,min_period,2.52,ns
synth,ys_ff,292,
power,power_frac_seq,0.436,
power,vdd_drop_max,257,µV
power,switching_share,0.220,
synth,netlist_instances,865,
drt,drtIter0Drc,286,
synth,ys_cells,865,
synth,ys_area,10200,µm²
final_timing,setup_viol,0,
final_timing,rsz0062_at_grt,"false",
drt,drcViolationCount,0,
drt,post_drt_via_cell_ratio,3.69,
setup_path,path_class,"reg -> out",
cts,cts_tree,"done",
final_timing,fmax,0.397,GHz
grt,grt_pass1_wl,52.5,mm
job,warning_count,28,
floorplan,coreArea,57800,µm²
grt,grt_pass1_vias,8334,
final_timing,tightest_slew,0.691,ns
-- metrics by stage --
| step | hold slack [ns] | total power, µW | instances | instance area (µm²) |
|---|---|---|---|---|
| final | 0.475 | 5600 | 2228 | 17800 |
| after global routing | 0.506 | 5870 | 2228 | 17800 |
| after CTS | 0.477 | 5710 | 2227 | 17800 |
| after detailed placement | 0.469 | 3230 | 2161 | 16600 |
| after global placement | 0.461 | 3230 | 2161 | 16600 |
| after floorplan | 0.435 | 2700 | 865 | 10200 |
-- cell usage after synthesis --
cell type,n
edfxtp_1,37
buf_1,1
nand2b_1,10
dfxtp_1,255
clkbuf_1,23
buf_8,21
buf_2,6
a21oi_1,10
buf_4,6
nor2b_1,1
nor2_1,245
nand2_1,5
mux2i_1,245
-- per-layer routing --
layer,global-route usage,share of wire,vias up
met4,0.0204,0.021,2
met5,0,0.00035,-
met3,0.0441,0.12,58
li1,-,-,4038
met2,0.167,0.48,363
met1,0.122,0.38,3765
-- tightest hold or removal path: stages, from the launching register on --
cell	delay, ns
dfxtp_1	0.30
nand2b_1	0.07
a21oi_1	0.06
-- layout make-up --
cell class / instances / share of cell area
well taps: 765 / 0.0538
clock inverters: 14 / 0.00682
multi-input cells: 516 / 0.198
flip-flops and latches: 292 / 0.350
diodes: 1 / 0.000141
clock buffers: 52 / 0.0593
repair buffers: 588 / 0.333
-- path summary, 6_finish.rpt --
check / startpoint / end / slack, ns / depth (start not counted)
hold reg to reg: instr_out[8]$_SDFFE_PP0P_ / instr_out[8]$_SDFFE_PP0P_ / 0.48 / 2
setup reg to reg: zero_ext_out[13]$_SDFFE_PP0P_ / zero_ext_out[13]$_SDFFE_PP0P_ / 4.62 / 2
hold / removal: instr_out[8]$_SDFFE_PP0P_ / instr_out[8]$_SDFFE_PP0P_ / 0.48 / 2
setup / recovery: zero_ext_out[13]$_SDFFE_PP0P_ / zero_ext_out[13] / 2.78 / 1
-- cells by family (layout without fill, tap and decap cells) --
| logic type | count (synthesis) | count (layout) | synth area share |
|---|---|---|---|
| compound gates | 10 | 10 | 0.00490 |
| simple gates | 261 | 261 | 0.0987 |
| flops | 292 | 292 | 0.609 |
| other cells | 0 | 1 | 0 |
| buf+inv | 57 | 654 | 0.0471 |
| mux | 245 | 245 | 0.240 |
-- registers in the layout, summed over array words and instances (netlist names), 32 cells and up --
| register | flops |
|---|---|
| data_rt_out | 32 |
| pc_out | 32 |
| pc_next_out | 32 |
| sign_ext_out | 32 |
| zero_ext_out | 32 |
| opa_out | 32 |
| instr_out | 32 |
| opb_out | 32 |
-- power by group through the flow --
| stage | logic [µW] | registers [µW] | clock network, µW |
|---|---|---|---|
| after global routing | 797 | 2460 | 2610 |
| final | 734 | 2440 | 2430 |
| after CTS | 752 | 2440 | 2520 |
Power is estimated from default activity; no workload was simulated.
