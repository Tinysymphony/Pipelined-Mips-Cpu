## ./config.mk

```make
export PLATFORM = sky130hd
export DESIGN_NAME = ID_EX
export DESIGN_NICKNAME = ID_EX
export VERILOG_FILES = /design/flow/design.v
export SDC_FILE = /design/flow/constraint.sdc
export NUM_CORES = 4
export LEC_CHECK = 1
export CORE_AREA = 10 10 268 268
export DIE_AREA = 0 0 278 278
```

## ./constraint.sdc

```tcl
current_design ID_EX

set clk_period 1.0
set clk_io_pct 0.2

create_clock -name clk0 -period $clk_period [get_ports {clk}]

set non_clock_inputs [all_inputs -no_clocks]
set_input_delay [expr $clk_period * $clk_io_pct] -clock clk0 $non_clock_inputs
set_output_delay [expr $clk_period * $clk_io_pct] -clock clk0 [all_outputs]
```

## ./design.v

```verilog
`timescale 1ns / 1ps
module ID_EX(
input wire clk,
input wire rst,
input wire [4:0]rs_in,rd_in,rt_in,shift_in,
input wire [31:0]pc_in,instr_in,sign_ext_in,zero_ext_in,opa_in,opb_in,
input wire [14:0]ctrl_in,
output wire [14:0]ctrl_out,
output wire [4:0]rs_out,rt_out,rd_out,shift_out,
output wire [31:0]pc_out,instr_out,sign_ext_out,zero_ext_out,opa_out,opb_out
    );
	reg [14:0] ctrl;
	reg [4:0] rs,rt,rd,shift;
	reg [31:0] pc,sign_ext,zero_ext,opa,opb,instr;
	initial begin ctrl=0; rs=0; rt=0; rd=0; shift=0; pc=32'hFFFFFFFF; opa=0; opb=0; zero_ext=0; sign_ext=0; end
	always @(posedge clk or posedge rst)begin
		if(rst)begin
			pc=32'hFFFFFFFF;
			instr=32'hFFFFFFFF;
			ctrl=0;
			sign_ext=0;
			zero_ext=0;
			opa=0;
			opb=0;
			shift=0;
			rt=0;
			rs=0;
			rd=0;
		end
		else begin
			ctrl=ctrl_in;
			instr=instr_in;
			pc=pc_in;
			sign_ext=sign_ext_in;
			zero_ext=zero_ext_in;
			opa=opa_in;
			opb=opb_in;
			shift=instr_in[10:6];
			rt=instr_in[20:16];
			rs=instr_in[25:21];
			rd=instr_in[15:11];
		end
	end
	assign	ctrl_out=ctrl;
	assign	instr_out=instr;
	assign	pc_out=pc;
	assign	sign_ext_out=sign_ext;
	assign	zero_ext_out=zero_ext;
	assign	opa_out=opa;
	assign	opb_out=opb;
	assign	shift_out=shift;
	assign	rt_out=rt;
	assign	rs_out=rs;
	assign	rd_out=rd;	
endmodule
```

## ./run.sh

```bash
#!/bin/bash
# OpenROAD 26Q1-2900-gdf79404cd8, Yosys 0.63+post, stock flow scripts
make -C /OpenROAD-flow-scripts/flow DESIGN_CONFIG=/design/flow/config.mk WORK_HOME=/design/flow/orfs finish
```

==> flow_summary.yaml <==
# physical design summary
die:
  core_region_area_sq_um: 65900
  initial_utilization: 0.0875
  rows: 94
  dieWidth_microns: 278
  die_h_microns: 278
  floorplan.die_area_sq_um: 77300
  pin_count: 456
detailed_routing:
  detailroute.via_count: 3948
  drt_pass1_iterations: 4
  antenna_left: 0
  detail_route.drc_violations: 0
  routed_wirelength_microns: 23000
  initialDrtViolationCount: 62
  detail_route.wl_per_cell_microns: 14.2
  vias_per_cell: 2.43
yosys:
  syn_inst: 228
  synth_adder_area_share: 0
  yosys-dominant-comb-family: "buffers and inverters"
  synth_top_flop_cell: "sky130_fd_sc_hd__dfrtp_1"
  mux_frac_synth: 0
  syn_avg_cell_area_sq_um: 25.3
  yosys.area_share.simple: 0
  yosys-top-cells-area: "sky130_fd_sc_hd__dfrtp_1, sky130_fd_sc_hd__dfstp_2, sky130_fd_sc_hd__inv_1"
  synth-area-yosys_sq_um: 5760
  top_area_frac: 0.708
  post_synth_instance_area_sq_um: 5760
  synthMostInstantiatedCell: "sky130_fd_sc_hd__dfrtp_1"
  synth-xor-area-share: 0
  ys_cells: 228
  synth_warnings: 1
  synth.cells.most_frequent: "sky130_fd_sc_hd__dfrtp_1, sky130_fd_sc_hd__dfstp_2, sky130_fd_sc_hd__inv_1"
  async_flop_share: 1.00
  netlist.top_cell.by_area: "sky130_fd_sc_hd__dfrtp_1"
  synth-edff-count: 0
  yosys.stat.seqShare: 0.999
  synth-seq-cells: 227
  synth_compound_gate_area_share: 0
  synth_cell_type_count: 3
critical_path:
  crit_chain: "buf_2"
  worst_setup_path_end_kind: "output pin"
  cp_slowest_stage_delay_ps: 520
  timing.critical_path.arrival_ps: 1160
  crit_type: "flop to output pin"
  critPathRequiredTime_ps: 800
  critical_path.startpoint_type: "flop"
  buffers_and_inverters_on_the_worst_path: 1
  crit_path_top_delay_cell: "sky130_fd_sc_hd__dfstp_2"
  cpLargestDelayFamily: "flip-flops"
  biggest_fanout_along_the_worst_timing_path: 1
global_route:
  grt_usage: 0.0573
  pin_count_of_the_biggest_net_entering_global_routing: 28
  grt_antenna_before_repair: 5
  first_pass_grt_wire_length_microns: 32700
  grt_pass1_vias: 4598
  overflow: 0
placed_design:
  buffer_ports.inserted: 435
  postPlaceCellArea_sq_um: 11400
  dp_hpwl_microns: 18700
  gp_congestion: 0.800
pwr:
  irDropWorstVdd_mv: 1.26
  total_power_density_per_cell_area_nw_per_um2: 1830
  swShare: 0.208
  p_switching_w: 0.00437
  p_int_w: 0.0166
  power_share_of_the_combinational_group: 0.080
  static-leakage-power_nw: 4.96
  clockPowerShare: 0.450
  pwr-share-seq: 0.471
final_timing:
  timing_hold_violations_final: 0
  max_freq_ghz: 0.734
  period_utilization_post_route: 1.36
  timing_max_transition_violations_final: 0
  accumulated_negative_setup_slack_ps: -57800
  grt_setup_unrepaired: "yes"
  timing.hold.ws_ps: 54.2
  timing_worst_slew_pin_value_ps: 219
  max-slew-margin-rel: 0.854
  fin_ws_ps: -362
  setup_violations: 227
  finalCriticalPeriod_ps: 1360
layout:
  n_multi_input_combinational_cell: 0
  layout-drive-gt1-share: 0.470
  flow.area_growth_from_synthesis_pct: 98.9
  final_instance_area_sq_um: 11500
  area.combinational_sq_um: 0
  final_core_util: 0.174
flow_run:
  openroad.warnings: 48
  cap_violations: 0
outcome:
  status: "finished with violations"
  failing_checks: "setup timing"
clock_network:
  tritoncts_num_sinks: 227
  worst_setup_hold_path_clk_slew_ps: 60
  cts-buffers-inserted: 26
  cts_tree: "yes"
  cts_max_level: 1
  cts_root_buffer: "sky130_fd_sc_hd__clkbuf_16"
  ctsLongestPathBuffers: 3
  post-cts-setup-buffer-count: 0
min_path:
  worst_hold_path_type: "input port to async pin"
[metrics by stage]
step                      total power (W)  worst slack, ps  instances
after global placement             0.0121             -183       1551
final                              0.0210             -362       1623
after global routing               0.0220             -429       1621
after CTS                          0.0216             -431       1621
after detailed placement           0.0121             -179       1551
after floorplan                    0.0100            -2110        228
[cell type report]
type	instances	area (sq um)
Antenna cell	2	5.00
Timing Repair Buffer	482	3750
Sequential cell	227	5760
Inverter	1	7.51
Clock buffer	38	746
Clock inverter	9	118
Tap cell	864	1080
Fill cell	7176	54400
[power groups by stage]
stage | Sequential, W | Combinational, W | Clock (W)
5_1_grt | 0.00991 | 0.00184 | 0.0102
6_report | 0.00987 | 0.00167 | 0.00943
4_1_cts | 0.00988 | 0.00173 | 0.00995
[flip-flops by register name, summed over array words and instances, names as in the netlist]
signal / cells
instr: 32
opa: 32
opb: 32
pc: 32
sign_ext: 32
zero_ext: 32
ctrl: 15
rd: 5
rs: 5
rt: 5
shift: 5
[logic make-up (layout without fill, tap and decap cells)]
kind of cell           count (synthesis)  after routing
DFF                                  227            227
buffers and inverters                  1            530
other                                  0              2
[tightest hold or removal path, cell delays in order]
cell and delay [ps]:
sky130_fd_sc_hd__clkdlybuf4s50_1 440, sky130_fd_sc_hd__clkinvlp_4 130, sky130_fd_sc_hd__buf_12 170
[routing by layer]
layer / vias up / track usage / routed length, microns
met1: 1858 / 0.0590 / 7860
met2: 304 / 0.0900 / 10400
met5: - / 0 / 34
li1: 1742 / - / -
met4: 6 / 0.0173 / 831
met3: 38 / 0.0424 / 3920
[worst paths after layout]
kind	start	cells past startpoint	end
max	instr[5]$_DFF_PP1_	1	instr_out[5]
min	rst	3	opa[10]$_DFF_PP0_
max in group asynchronous	rst	4	instr[27]$_DFF_PP1_
min in group clk0	pc_in[18]	1	pc[18]$_DFF_PP1_
[cells in the final DEF (no fill, tap or decap)]
| cell | netlist | layout |
|---|---|---|
| sky130_fd_sc_hd__clkbuf_1 | 0 | 7 |
| sky130_fd_sc_hd__dlygate4sd3_1 | 0 | 23 |
| sky130_fd_sc_hd__buf_6 | 0 | 9 |
| sky130_fd_sc_hd__clkbuf_8 | 0 | 5 |
| sky130_fd_sc_hd__clkinvlp_4 | 0 | 1 |
| sky130_fd_sc_hd__buf_2 | 0 | 218 |
| sky130_fd_sc_hd__buf_12 | 0 | 5 |
| sky130_fd_sc_hd__diode_2 | 0 | 2 |
| sky130_fd_sc_hd__inv_6 | 0 | 1 |
| sky130_fd_sc_hd__dfstp_2 | 64 | 64 |
| sky130_fd_sc_hd__bufinv_16 | 0 | 2 |
| sky130_fd_sc_hd__buf_4 | 0 | 19 |
| sky130_fd_sc_hd__clkinv_4 | 0 | 2 |
| sky130_fd_sc_hd__clkdlybuf4s50_1 | 0 | 208 |
| sky130_fd_sc_hd__dfrtp_1 | 163 | 163 |
| sky130_fd_sc_hd__clkinv_8 | 0 | 1 |
| sky130_fd_sc_hd__clkinv_2 | 0 | 3 |
| sky130_fd_sc_hd__clkbuf_16 | 0 | 26 |
[repair_timing]
item                       in CTS  in global routing
resized                       754                  4
setup endpoints to repair     227                227
hold buffers                   23                  0
hold endpoints to repair       23                  0
No activity file was given, so power comes from the tool's default toggle rates.
