### flow/config.mk
export PLATFORM = sky130hd
export DESIGN_NAME = MEM
export DESIGN_NICKNAME = MEM
export VERILOG_FILES = /design/flow/design.v
export SDC_FILE = /design/flow/constraint.sdc
export NUM_CORES = 4
export LEC_CHECK = 1
export CORE_AREA = 10 10 262 262
export DIE_AREA = 0 0 272 272
### flow/constraint.sdc
current_design MEM

set clk_period 1.0
set clk_io_pct 0.2

create_clock -name clk0 -period $clk_period [get_ports {clk}]

set non_clock_inputs [all_inputs -no_clocks]
set_input_delay [expr $clk_period * $clk_io_pct] -clock clk0 $non_clock_inputs
set_output_delay [expr $clk_period * $clk_io_pct] -clock clk0 [all_outputs]
### flow/run.sh
#!/bin/bash
# OpenROAD 26Q1-2900-gdf79404cd8, Yosys 0.63+post, stock flow scripts
make -C /OpenROAD-flow-scripts/flow DESIGN_CONFIG=/design/flow/config.mk WORK_HOME=/design/flow/orfs finish
### flow/design.v
`timescale 1ns / 1ps
module MEM(
input wire en,
input wire clk,
input wire rst,
input wire zero_in,
output reg zero_out,
input wire[31:0]pc_in,opb_in,alu_res_in,im_pc_in,jmp_pc_in,
input wire[14:0]ctrl_in,
output reg[31:0]pc_out,opb_out,alu_res_out,im_pc_out,jmp_pc_out,
input wire[4:0]regw_addr_in,
output reg[4:0]regw_addr_out,
output reg[7:0]ctrl_out,
input wire wb_wen_in,
output reg wb_wen_out,
input wire valid_in,
output reg valid,
input wire mem_wen_in,
output reg mem_wen_out,
input wire [31:0] data_rt_in,
output reg [31:0] data_rt_out,
input wire [7:0]op_type_in,
output reg [7:0]op_type_out,
input wire [31:0] pc_next_in,
output reg [31:0] pc_next_out
    );
	initial begin 
		zero_out=0; ctrl_out=0; opb_out=0; regw_addr_out=0; 
		alu_res_out=0; jmp_pc_out=0; im_pc_out=0; pc_out=0;
		wb_wen_out=0; valid=0;
		mem_wen_out=0;
		data_rt_out=0;
		op_type_out=0;
		pc_next_out=0;
	end
	always @(posedge clk)begin
		if(rst)begin
			valid=0;
			pc_out=0;
			im_pc_out=0;
			jmp_pc_out=0;
			alu_res_out=0;
			opb_out=0;
			ctrl_out=0;
			zero_out=0;
			regw_addr_out=0;
			wb_wen_out=0;
			mem_wen_out=0;
			data_rt_out=0;
			op_type_out=0;
			pc_next_out=0;
		end
		else if(en) begin
			valid=valid_in;
			pc_out=pc_in;
			im_pc_out=im_pc_in;
			jmp_pc_out=jmp_pc_in;
			alu_res_out=alu_res_in;
			opb_out=opb_in;
			ctrl_out={ctrl_in[14],ctrl_in[7:2],ctrl_in[0]};
			regw_addr_out=regw_addr_in;
			zero_out=zero_in;
			wb_wen_out=wb_wen_in;
			mem_wen_out=mem_wen_in;
			data_rt_out=data_rt_in;
			op_type_out=op_type_in;
			pc_next_out=pc_next_in;
		end
	end
endmodule
==> flow_summary_export.csv <==
group,metric,value,unit
detailed_routing,drt_iter0_drc,275,
logic_synthesis,synth.largest_area_cell,"dfxtp_1",
detailed_routing,n_antenna_cell,0,
logic_synthesis,dominantRegCellSynth,"dfxtp_1",
critical_path,cp.required,800,ps
final_timing,relSlewSlack,0.8477,
min_path,hold_class,"in -> reg",
pwr,power.density,1637,nW/µm²
logic_synthesis,ys_top_cells_by_area,"dfxtp_1, mux2i_1, nor2_1",
critical_path,critPathArrivalTime,1000,ps
detailed_routing,via_per_inst,3.416,
global_routing,antenna_found_initial,1,
logic_synthesis,yosysTopAreaCellShare,0.5513,
final_timing,rsz0062_at_grt,"yes",
global_routing,grt_pass1_vias,7959,
clocking,clock_sinks,249,
final_timing,setup_violations,249,
critical_path,reg2reg_slack,270,ps
final_timing,final.period_utilization,1.200,
flow_run,maxCapViolations,0,
clocking,clk_pin_slew_worst_paths,60,ps
global_routing,grt_busiest_layer,"met2",
placement,hpwl,24480,µm
logic_synthesis,async_flop_share,0,
placement,portBuffers,500,
critical_path,cpMaxStageDelayCell,"dfxtp_2",
detailed_routing,ant_nets,0,
critical_path,crit_family,"flip-flops",
critical_path,end_kind,"output pin",
detailed_routing,routed_wl,31620,µm
final_timing,finalHoldViolCount,0,
cells_and_area,regArea,5296,µm²
detailed_routing,vias,7516,
logic_synthesis,yosys_cells,803,
clocking,cts_max_level,1,
clocking,cts_tree,"done",
floorplanning,fp_util,0.1436,
logic_synthesis,postSynthCellCount,803,
global_routing,grt_max_degree,48,
critical_path,worst-path-buf-inv,1,
global_routing,gr-usage-met2,0.1374,
critical_path,cp-start-kind,"flop",
global_routing,met1_usage,0.09516,
clocking,clockBufferDepth,3,
detailed_routing,wl_per_cell,14.37,µm
logic_synthesis,ys_warn_count,1,
floorplanning,die_area,73980,µm²
final_timing,report.final.slew_viol_count,0,
placement,gp_congestion,0.7891,
global_routing,grt_pass1_wl,47890,µm
final_timing,setup_ws,-200.0,ps
clocking,clk_latency,540,ps
cells_and_area,nFillCells,6628,
status,violations,"negative setup slack",
floorplanning,dieHeight,272,µm
status,status,"finished with violations",
logic_synthesis,avgSynthCellArea,11.26,µm²
pwr,design_power_total,0.02524,W
final_timing,period_minus_slack,1200,ps
critical_path,crit_fanout,2,
logic_synthesis,yosysSeqAreaShare,0.5513,
pwr,irDropWorstVdd,0.001183,V
floorplanning,num_rows,92,
logic_synthesis,ys_types,10,
critical_path,crit_path_max_incr_delay,330,ps
cells_and_area,logic_area,3427,µm²
global_routing,grt.met3_usage,0.03204,
clocking,numCtsBuffers,28,
global_routing,track_usage,0.08125,
pwr,p_leak,7.191,nW
floorplanning,io_pins,508,
final_timing,fin_setup_tns,-44000,ps
final_timing,finClkSkew,0,ps
logic_synthesis,synth_flops,249,
cells_and_area,final_util,0.2449,
detailed_routing,first_pass_iters,4,
cells_and_area,drive_gt1_frac,0.4453,
floorplanning,dieWidth,272,µm
final_timing,clock.fmax,833.3,MHz
logic_synthesis,syn_area,9041,µm²
logic_synthesis,yosysChipArea,9041,µm²
global_routing,grt-ovfl-total,0,
detailed_routing,drc,0,
clocking,clockRootBuffer,"clkbuf_16",
critical_path,worstPathCellList,"buf_6",
flow_run,openroad.warnings,34,
final_timing,worst_pin_slew,228.4,ps
cells_and_area,area_delta_synth_final,70.52,%
logic_synthesis,synthTopCellsByCount,"dfxtp_1, mux2i_1, nor2_1",
critical_path,crit_type,"reg -> out",
floorplanning,core-area,62970,µm²
logic_synthesis,edf_count,0,
## repair_timing
item                       in CTS  in global routing
hold endpoints to repair       11                  0
setup buffers                   4                  1
setup endpoints to repair     249                249
pin swaps                       0                  0
hold buffers                    1                  0
gates resized                1105                 12
## worst min-delay path: stages
cell	delay, ps
buf_8	90
buf_12	170
mux2i_1	90
nor2_1	70
## final timing paths
path                                              startpoint                      endpoint  cells past startpoint
worst max-delay path             op_type_out[7]$_SDFFE_PP0P_                op_type_out[7]                      1
worst min-delay path                                      en   data_rt_out[5]$_SDFFE_PP0P_                      4
worst max register to register  data_rt_out[17]$_SDFFE_PP0P_  data_rt_out[17]$_SDFFE_PP0P_                      3
worst min register to register    im_pc_out[11]$_SDFFE_PP0P_    im_pc_out[11]$_SDFFE_PP0P_                      2
## flip-flops by register name, summed over array words and instances, names as in the netlist, 5 cells and up
signal         flops
data_rt_out       32
im_pc_out         32
jmp_pc_out        32
ctrl_out           8
pc_out            32
op_type_out        8
alu_res_out       32
opb_out           32
regw_addr_out      5
pc_next_out       32
## cells in the final DEF (no fill, tap or decap)
cell type and count:
clkdlybuf4s50_1 249, clkbuf_1 3, dlygate4sd3_1 1, buf_12 16, mux2i_1 249, nor2_1 249, clkinvlp_4 2, buf_4 38
buf_2 211, bufinv_16 3, dfxtp_2 249, clkbuf_8 11, buf_6 39, inv_6 1, clkinv_2 3, clkbuf_16 29
buf_8 1
## stage by stage
step	cells	cell area [µm²]	setup slack [ps]	hold WS, ps
floorplan	803	9041	0.2275	346.8
global placement	2142	15050	-150.8	470.9
detailed placement	2142	15050	-155.5	479.7
CTS	2199	15330	-262.8	95.65
global route	2200	15420	-263.3	135.9
finish	2200	15420	-200.0	139.4
## cell families after synthesis
logic type	count (synthesis)	share of synthesized area
buffers and inverters	56	0.06961
DFF	249	0.5513
muxes	249	0.2757
and+or+nand+nor	249	0.1034
## power by group
| group | switching, W | internal [W] | total (W) |
|---|---|---|---|
| Sequential | 0.000293 | 0.0106 | 0.0109 |
| Clock | 0.00420 | 0.00686 | 0.0111 |
| Combinational | 0.00113 | 0.00212 | 0.00325 |
## cell type report
type                    instances  share of cell area
flip-flops and latches        249              0.3435
repair buffers                555              0.2995
clock buffers                  43             0.05762
well taps                     846             0.06866
multi-input cells             498              0.2223
clock inverters                 9            0.008359
## routing by layer
layer | share of wire | wire (µm)
met2 | 0.48 | 15170
met3 | 0.10 | 3148
met1 | 0.39 | 12360
met5 | 0.00041 | 13
met4 | 0.029 | 927
Power figures rest on the tool's default switching activity, not on a simulated workload.
